**./config.mk**
```make
export PLATFORM = sky130hd
export DESIGN_NAME = sram_256x32b
export DESIGN_NICKNAME = sram_256x32b
export VERILOG_FILES = /design/flow/design.v
export SDC_FILE = /design/flow/constraint.sdc
export NUM_CORES = 4
export LEC_CHECK = 1
export CORE_UTILIZATION = 50
export SYNTH_MEMORY_MAX_BITS = 65536
```
**./design.v**
```verilog
module sram_256x32b(
    input clk,
    input [3:0] bytemask,
    input csb,   
    input wsb,   
    input [7:0] wdata,  
    input [9:0] waddr,  
    input [9:0] raddr,  
    output reg [31:0] rdata  
    );
    reg [31:0] _rdata;
    reg [31:0] mem[0:256-1];
    always@(posedge clk) begin
      if(~csb && ~wsb) begin
        case (bytemask)
          4'b0001 : mem[waddr][7:0] <= wdata;
          4'b0010 : mem[waddr][15:8] <= wdata;
          4'b0100 : mem[waddr][23:16] <= wdata;
          4'b1000 : mem[waddr][31:24] <= wdata;
          default: mem[waddr] <= 0; 
        endcase
      end
    end
    always@(posedge clk) begin
      if(~csb) begin
        _rdata <= mem[raddr];
      end
    end
    always@*
    begin
        rdata =  _rdata;
    end
    task char2sram(
     input [31:0]index,
     input [31:0]char_in
    );
      mem[index] = char_in;
    endtask
    task display();
    integer this_i, this_j;
    reg signed [7:0] index_0,index_1,index_2,index_3;
      begin
        for(this_i=0;this_i< 80;this_i=this_i+1) begin
              index_0 = mem[this_i][31:24];
              index_1 = mem[this_i][23:16];
              index_2 = mem[this_i][15:8];
              index_3 = mem[this_i][7:0];
              $write("%d %d %d %d \n",index_0,index_1,index_2,index_3);
        end
      end
    endtask
    endmodule
```
**./constraint.sdc**
```tcl
current_design sram_256x32b

set clk_period 57.9
set clk_io_pct 0.2

create_clock -name clk0 -period $clk_period [get_ports {clk}]

set non_clock_inputs [all_inputs -no_clocks]
set_input_delay [expr $clk_period * $clk_io_pct] -clock clk0 $non_clock_inputs
set_output_delay [expr $clk_period * $clk_io_pct] -clock clk0 [all_outputs]
```
**./run.sh**
```bash
#!/bin/bash
# OpenROAD 26Q1-2900-gdf79404cd8, Yosys 0.63+post, stock flow scripts
make -C /OpenROAD-flow-scripts/flow DESIGN_CONFIG=/design/flow/config.mk WORK_HOME=/design/flow/orfs finish
```
==> job_summary.md <==
## Implementation flow summary

| Metric | Value |
|---|---|
| OpenROAD warnings | `around 94` |
| Max Fanout on Critical Path | `~60` |
| Starting density of the core | `0.502` |
| Clock latency of the later-clocked register in the worst-skew pair | `1.20 ns` |
| Die outline height | `roughly 800 µm` |
| Fraction of final layout cells with drive strength greater than 1 | `0.210` |
| Placed Area | `between 300000 and 400000 µm²` |
| Yosys reg bits | `8224` |
| Top flip-flop cell by instance count after synthesis | `sky130_fd_sc_hd__edfxtp_1` |
| # DRC | `0` |
| Synthesized cell area | `~320000 µm²` |
| RSZ-0062 raised after global routing | `no` |
| Count of hold buffers inserted by post-cts repair | `0` |
| R2R cell count | `7` |
| FF-to-FF setup slack | `roughly 54 ns` |
| Count of nets left with antenna violations after detail routing | `0` |
| Post-detailed-route via-to-cell ratio | `around 6.2` |
| Master of the slowest instance on the critical path | `sky130_fd_sc_hd__a2111oi_0` |
| Synth area leader | `sky130_fd_sc_hd__edfxtp_1` |
| Total gr overflow | `0` |
| IO Count | `67` |
| Number of input and output port buffers inserted | `roughly 62` |
| Layout area overhead | `12.1%` |
| Mean instance size in the synthesized netlist | `roughly 20 µm²` |
| Horizontal die dimension | `around 800 µm` |
| Dominant cell area share | `0.773` |
| WL/cell | `34.9 µm` |
| Synthesized instance count | `15889` |
| Post-CTS Setup Bufs | `0` |
| Element type at the critical path start | `input port` |
| Sequential area share after synthesis | `0.773` |
| Number of placement rows | `just under 300` |
| Most used cell along the critical path | `sky130_fd_sc_hd__buf_4` |
| Sum of routed wire length over all layers | `about 910 mm` |
| Largest cells by area after synthesis | `sky130_fd_sc_hd__edfxtp_1, sky130_fd_sc_hd__mux4_2, sky130_fd_sc_hd__mux2i_1` |
| WP data required | `around 60 ns` |
| Routability cong. | `between 0.9 and 1` |
| Number of standard cells reported by yosys | `between 15000 and 20000` |
| Total design power | `12.3 mW` |
| Leak | `between 100 and 150 nW` |
| Ys Warns | `1` |
| Most frequent logic cell in the layout | `sky130_fd_sc_hd__edfxtp_1` |
| Buffer type at the clock tree root | `sky130_fd_sc_hd__clkbuf_16` |
| Max rail drop VDD | `0.0000277 V` |
| Chip Area | `642000 µm²` |
| Count of library flops with an enable pin | `roughly 8200` |
| Number of sinks handled by clock tree synthesis | `8224` |
| Initial antenna violation count | `78` |
| Fraction of the cycle the final worst path needs | `0.339` |
| CTS clock-pin slew for the worst setup and hold paths | `roughly 0.060 ns` |
| Startpoint of the lowest-slack hold path | `mem[62][10]$_DFFE_PP_` |
| YS chip area | `about 320000 µm²` |
| Hold path endpoint | `_rdata[10]$_DFFE_PN_` |
| Max Fclk | `51.0 MHz` |
| Slowest stage delay, CP | `0.69 ns` |
| Wire length of the first global-routing pass | `about 1300 mm` |
| Setup violators final | `0` |
| PD cells | `~34 nW/µm²` |
| Final hold viol count | `0` |
| Clock Skews | `approximately 0.05 ns` |
| Filler cells | `46391` |
| Core Box Area | `637000 µm²` |
| Largest net degree at the start of global routing | `143` |
| Slew @ Worst Pin | `1.33 ns` |
| Vias in the first global route | `around 170k` |
| WHS Path Cells | `5` |
| Type of destination of the critical path | `flop` |
| First-pass iteration count of the detailed router | `7` |
| Post-synthesis cell type count | `74` |
| Path class of the lowest-slack min-delay path | `reg2reg` |
| Total via count after detailed routing | `approximately 160k` |
| Startpoint of the worst-slack reg-to-reg timing path | `mem[112][21]$_DFFE_PP_` |
| End of the worst register-to-register path | `_rdata[21]$_DFFE_PN_` |
| Fin area | `about 360000 µm²` |
| 1st-iter DRT viols | `between 10000 and 15000` |
| Status | `finished, final reports clean` |
| Number of instances resized during post-cts repair | `0` |
| Classification of the worst setup path | `in2reg` |
| Clock tree from TritonCTS | `done` |
| Worst-case clock buffer depth | `4` |
| H-tree depth | `6` |
| Post-synth ARST share | `0` |
| Data arrival time of the worst path | `around 21 ns` |
| Max-cap viol count | `0` |
| Top logic cells by instance count in the layout | `sky130_fd_sc_hd__edfxtp_1, sky130_fd_sc_hd__mux4_2, sky130_fd_sc_hd__mux2i_1` |
| Pins Over Slew Limit | `0` |
| Time the final worst path needs with I/O delays and setup | `19.61 ns` |
| Post-detailed-placement half-perimeter wirelength | `between 500 and 600 mm` |
| Global-route usage over all layers | `0.319` |
| Post-Route Setup TNS | `0 ns` |
| Number of buffers created by CTS | `812` |
| Max-Slew Margin vs Limit | `0.111` |
| Critical-path cell list | `buf_16 -> buf_4 -> buf_4 -> buf_4 -> buf_4 -> buf_4 -> buf_4 -> buf_4 -> buf_4 -> buf_4 -> mux4_2 -> a2111oi_0 -> a2111oi_0 -> nand3_1 -> nor3_2 -> o311a_1` |
[worst max-delay path, delay by kind of cell]
kind	cells	cell delay [ns]
multiplexers	1	0.42
AND/OR/NAND/NOR	2	0.98
buffers and inverters	10	5.93
AND-OR/OR-AND	3	1.25
[worst max path at each step]
| stage | startpoint | to | slack [ns] | cells after the start |
|---|---|---|---|---|
| after global routing | raddr[0] | _rdata[20]$_DFFE_PN_ | 37.74 | 18 |
| after CTS | raddr[0] | _rdata[23]$_DFFE_PN_ | 38.21 | 17 |
| final | raddr[0] | _rdata[23]$_DFFE_PN_ | 38.29 | 16 |
[cells in the mapped netlist, drive strengths merged (22+ instances only)]
cell type  instances
nand2            592
a211o             25
a21oi            226
o2111ai           33
a311oi            23
mux2i           1181
o21ai            201
or4               24
nand3             97
o221ai           220
nor2            1199
a22o              65
clkbuf           475
o22ai            349
mux2              34
a2111oi           48
nand4             51
o211ai            60
mux4            1470
a22oi            114
nor4              58
nor3             244
a21o              33
a211oi            49
edfxtp          8224
o32ai             22
a221oi           132
buf              522
[metrics by stage]
| step | setup WS, ns | cells | utilization | hold WS (ns) |
|---|---|---|---|---|
| 3_5_place_dp | 36.99 | 24255 | 0.522 | 0.983 |
| 4_1_cts | 38.21 | 25736 | 0.562 | 1.01 |
| 6_report | 38.29 | 25941 | 0.563 | 1.01 |
| 2_1_floorplan | 29.51 | 15889 | - | 0.813 |
| 3_3_place_gp | 36.98 | 24255 | 0.522 | 0.999 |
| 5_1_grt | 37.74 | 25827 | 0.562 | 1.03 |
[final cells by class]
cell class / instances / area, µm² / share of cell area
well taps: 8407 / 10500 / 0.0294
inverters: 4 / 27.5 / 0.0000768
clock buffers: 1010 / 21300 / 0.0595
flip-flops and latches: 8224 / 247000 / 0.689
multi-input cells: 6664 / 67600 / 0.189
clock inverters: 471 / 3690 / 0.0103
repair buffers: 956 / 7610 / 0.0212
diodes: 205 / 513 / 0.00143
[layer usage]
layer  routed length (µm)  GRT usage  part of all wire  up-vias
li1                     -          -                 -    67646
met5                 4740     0.0530            0.0052        -
met4                43200      0.111             0.048      106
met1               276000      0.404              0.31    81009
met2               399000      0.421              0.44     9343
met3               182000      0.271              0.20     1705
[registers in the layout, summed over array words and instances (netlist names)]
name	flops
_rdata	32
mem	8192
[cell families after synthesis]
group	after synthesis	share of synthesized area
flops	8224	0.773
mux	2685	0.142
simple gates	2335	0.0307
compound gates	1641	0.0369
buf+inv	1001	0.0176
xor+xnor	3	0.0000822
[power by group]
group          leakage (nW)  switching, mW  internal (mW)
clock network          12.2           2.21           2.79
registers              70.4        0.00466           6.60
logic                  27.3          0.471          0.188
total                   110           2.69           9.58
No activity file was given, so power comes from the tool's default toggle rates.
